File: flow/design.v
module Alu_cntrl (
    input [1:0] ALUop,          
    input [6:0] funct7,         
    input [2:0] funct3,         
    output reg [3:0] operation  
);
    always @(*) begin
        case (ALUop)
            2'b00: begin
                operation = 4'b0010;  
            end
            2'b01: begin
                operation = 4'b0110;  
            end
            2'b10: begin
                case ({funct7, funct3})
                    {7'b0000000, 3'b000}: operation = 4'b0010;  
                    {7'b0100000, 3'b000}: operation = 4'b0110;  
                    {7'b0000000, 3'b111}: operation = 4'b0000;  
                    {7'b0000000, 3'b110}: operation = 4'b0001;  
                    {7'b0000000, 3'b010}: operation = 4'b0111;  
                    default: operation = 4'b1111;  
                endcase
            end
            default: operation = 4'b1111;  
        endcase
    end
endmodule
File: flow/run.sh
#!/bin/bash
# OpenROAD 26Q1-2900-gdf79404cd8, Yosys 0.63+post, stock flow scripts
make -C /OpenROAD-flow-scripts/flow DESIGN_CONFIG=/design/flow/config.mk WORK_HOME=/design/flow/orfs finish
File: flow/config.mk
export PLATFORM = sky130hd
export DESIGN_NAME = Alu_cntrl
export DESIGN_NICKNAME = Alu_cntrl
export VERILOG_FILES = /design/flow/design.v
export SDC_FILE = /design/flow/constraint.sdc
export NUM_CORES = 4
export LEC_CHECK = 1
export CORE_AREA = 10 10 70 70
export DIE_AREA = 0 0 80 80
File: flow/constraint.sdc
current_design Alu_cntrl

set clk_period 3.4
set clk_io_pct 0.2

create_clock -name clk0 -period $clk_period

set non_clock_inputs [all_inputs -no_clocks]
set_input_delay [expr $clk_period * $clk_io_pct] -clock clk0 $non_clock_inputs
set_output_delay [expr $clk_period * $clk_io_pct] -clock clk0 [all_outputs]
==> metrics.yaml <==
outcome:
  status: "complete, no violations"
timing:
  post-route-period-util: 0.875
  finalCriticalPeriod_ns: 2.97
  report.final.hold_viol_count: 0
  clock.fmax_mhz: 336
  worst_pin_slew_ns: 0.261
  relSlewSlack: 0.825
  finalSetupTns_ns: 0
  rsz0062_at_grt: "false"
  drv_slew: 0
  fin_ws_ns: 0.426
  setup_viol_count_final: 0
drt:
  ant_nets: 0
  antenna_cells_inserted: 0
  routedWlPerCell_um: 9.78
  wl_um: 753
  drt_iter0_markers: 28
  drc: 0
  vias: 188
  via_per_inst: 2.44
  firstDrtPassIters: 4
die:
  core_area_um2: 3420
  die_w_um: 80
  initCoreUtil: 0.0344
  die_h_um: 80
  ioPinCount: 16
  chipArea_um2: 6400
  placement_rows: 21
worst_setup_path:
  worstSetupStartpointType: "input port"
  required_ns: 2.72
  arrival_ns: 2.29
  crit_type: "in2out"
  path_max_fanout: 3
  end_kind: "output pin"
cells_and_area:
  drive_gt1_frac: 0.0645
  syn_to_final_growth_pct: 185
  register_area_um2: 0
  finalInstanceArea_um2: 335
  flop-count: 0
  clockBufferCount: 0
yosys:
  ys_seq_share: 0
  area_leaders: "nor4_4, o2111ai_1, o21a_1"
  yosysCellCount: 15
  common_cells: "and2_1, o2111ai_1, o21a_1"
  avgSynthCellArea_um2: 7.84
  yosysWarnings: 1
  top_cell_area_share: 0.181
  synth_top_cell_by_area: "nor4_4"
  yosys.cell_types.count: 12
  syn_area_um2: 118
  ys_area_um2: 118
  postSynthCellCount: 15
run:
  cap_viol_max_count: 0
  tool_warnings: 32
placed_design:
  dp_slack_ns: 0.415
  dpl.hpwl_um: 684
  postPlaceCellArea_um2: 335
  place_congestion: 0.692
  io_buffers: 16
pwr:
  ir_drop_uv: 12.3
  p_leak_nw: 0.0907
  power.total_mw: 0.0283
  power_density_nw_per_um2: 84.4
clock_network:
  cts_hold_buffers: 0
  post_cts_resize_count: 0
  cts_setup_buffers: 0
global_routing:
  grt_max_degree: 6
  grt_pass1_vias: 195
  antenna_found_initial: 0
  overflow: 0
  grt_usage: 0.0219
  grt_pass1_wl_mm: 1.08
min_path:
  hp-class: "in2out"
==> cells by family after synthesis <==
kind of cell	Yosys count	share of synthesized area
buffers and inverters	1	0.0319
AOI/OAI and AO/OA	5	0.362
and+or+nand+nor	9	0.606
==> cells in the final DEF (no fill, tap or decap) <==
cell type	Yosys	final
nor2_1	1	1
nand2_1	1	1
nor3_2	1	1
o2111ai_1	2	2
o21a_1	2	2
nor4b_1	1	1
nor4_4	1	1
inv_1	1	1
nand4_1	1	1
and2_1	2	2
a32o_1	1	1
clkdlybuf4s50_1	0	16
nor3_1	1	1
==> worst max-delay path, cell delays in order <==
cell             delay [ns]
clkdlybuf4s50_1        0.46
nor4_4                 0.34
o2111ai_1              0.18
o21a_1                 0.23
clkdlybuf4s50_1        0.41
==> report_power, final <==
group | switching [mW] | internal, mW
Clock | 0 | 0
Combinational | 0.00958 | 0.0187
Sequential | 0 | 0
Total | 0.00958 | 0.0187
==> layout make-up <==
class                      count  area [µm²]
fill                         406        3080
timing repair buffer          16         160
multi-input combinational     14         114
tap                           46        57.6
inverter                       1        3.75
==> through the flow <==
| stage | util | hold WS (ns) | std cells |
|---|---|---|---|
| 2_1_floorplan | - | 1.39 | 15 |
| 3_3_place_gp | 0.0982 | 2.39 | 77 |
| 3_5_place_dp | 0.0982 | 2.40 | 77 |
| 4_1_cts | 0.0982 | 2.41 | 77 |
| 5_1_grt | 0.0982 | 2.45 | 77 |
| 6_report | 0.0982 | 2.38 | 77 |
==> worst paths after layout <==
| path | cells past startpoint | slack, ns | end | startpoint |
|---|---|---|---|---|
| min | 3 | 2.38 | operation[0] | ALUop[1] |
| max | 5 | 0.43 | operation[0] | funct7[1] |
==> layer usage <==
metal / global-route usage / up-vias / wire [µm]
met1: 0.0330 / 80 / 383
met4: 0 / 0 / 0
met2: 0.0273 / 13 / 257
met3: 0.0125 / 0 / 112
li1: - / 95 / -
met5: 0 / - / 0
No activity file was given, so power comes from the tool's default toggle rates.
